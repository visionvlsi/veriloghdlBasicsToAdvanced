==> flow/design.v <==
`timescale 1ns / 1ps
module adder(
input [7:0] a,b,
output [8:0] y
);
assign y = a + b;
endmodule
==> flow/run.sh <==
#!/bin/bash
# OpenROAD 26Q1-2900-gdf79404cd8, Yosys 0.63+post, stock flow scripts
make -C /OpenROAD-flow-scripts/flow DESIGN_CONFIG=/design/flow/config.mk WORK_HOME=/design/flow/orfs finish
==> flow/config.mk <==
export PLATFORM = sky130hd
export DESIGN_NAME = adder
export DESIGN_NICKNAME = adder
export VERILOG_FILES = /design/flow/design.v
export SDC_FILE = /design/flow/constraint.sdc
export NUM_CORES = 4
export LEC_CHECK = 1
export CORE_AREA = 10 10 70 70
export DIE_AREA = 0 0 80 80
==> flow/constraint.sdc <==
current_design adder

set clk_period 8.4
set clk_io_pct 0.2

create_clock -name clk0 -period $clk_period

set non_clock_inputs [all_inputs -no_clocks]
set_input_delay [expr $clk_period * $clk_io_pct] -clock clk0 $non_clock_inputs
set_output_delay [expr $clk_period * $clk_io_pct] -clock clk0 [all_outputs]
==> results.json <==
{
  "hold_end": "y[0]",
  "maxCapViolations": 0,
  "n_sequential_cell": 0,
  "period_used_share": 0.652,
  "p_comb_frac": 1.000,
  "antenna_found_initial": 0,
  "synthToLayoutAreaGrowth_pct": 95.0,
  "met2_usage": 0.0417,
  "yosysUniqueCellTypes": 20,
  "status": "finished, final reports clean",
  "relSlewSlack": 0.743,
  "ant_nets": 0,
  "drt-initial-drc-count": 23,
  "fin_cells": 113,
  "timing.fmax_mhz": 183,
  "grt_max_degree": 7,
  "cp_max_fo": 2,
  "final_area_sq_um": 632,
  "synth_area_sq_um": 324,
  "grt_overflow_total": 0,
  "seqCellArea_sq_um": 0,
  "clock_power_share": 0,
  "peakVddDrop_mv": 0.0280,
  "yosys_area_sq_um": 324,
  "rsz0062_at_grt": "no",
  "grt_use_total": 0.0326,
  "drc": 0,
  "cts_resized": 0,
  "final_core_util": 0.185,
  "dp_hpwl_um": 997,
  "vias": 404,
  "core_area_sq_um": 3420,
  "holdPathStages": 3,
  "avgSynthCellArea_sq_um": 7.72,
  "post_dp_cell_area_sq_um": 632,
  "post_cts_buffers": 0,
  "hold_violations": 0,
  "ys_seq_share": 0,
  "place_congestion": 0.742,
  "setup.worst_path.end_class": "primary output",
  "slowest_stage": "clkdlybuf4s50_1",
  "intPower_mw": 0.0291,
  "ios": 25,
  "grt_most_used_layer": "met1",
  "post-place-cells": 113,
  "antenna-diode-count": 0,
  "yosys.area.top_type_share": 0.309,
  "vias_per_cell": 3.58,
  "leakage_nw": 0.255,
  "topCellsByArea": "ha_1 31%, a21oi_1 7.7%, a311o_1 6.2%, fa_1 6.2%, xnor2_1 5.4%",
  "layout_min_cycle_time_ns": 5.47,
  "chipArea_sq_um": 6400,
  "fp.dieH_um": 80,
  "min_from": "b[0]",
  "seq_power_share": 0,
  "cp.required_ns": 6.72,
  "rows": 21,
  "grt_pass1_wl_mm": 1.77,
  "max_stage_delay_ns": 0.49,
  "hold_path_class": "in2out",
  "portBuffers": 25,
  "slew_viol_final": 0,
  "fp_util": 0.0949,
  "path_class": "in2out",
  "yosysWarnings": 0,
  "drtPass1Iterations": 4,
  "nClkBuffers": 0,
  "worst-slew-pin-transition_ns": 0.375,
  "top_area_cell": "ha_1",
  "p_per_area_nw_per_um2": 70.7,
  "crit_chain": "clkdlybuf4s50_1 > ha_1 > fa_1 > a21oi_1 > nor2_1 > nor2_1 > xnor2_1 > clkdlybuf4s50_1",
  "globalRouteMet1Util": 0.0491,
  "warnings": 32,
  "hold_slack_ns": 4.39,
  "die_w_um": 80,
  "crit_path_start_kind": "input pin",
  "wire_per_inst_um": 9.72,
  "syn_inst": 42,
  "switching_share": 0.349,
  "setup_tns_ns": 0,
  "hold_buffers": 0,
  "p_sw_mw": 0.0156,
  "setup_viol": 0,
  "grtUsageMet3": 0.0170,
  "drive_gt1_frac": 0.0149,
  "first_global_vias": 393,
  "yosys_cells": 42,
  "worstPathArrival_ns": 3.79,
  "wl_mm": 1.10
}
[kinds of logic (layout without fill, tap and decap cells)]
| family | count (synthesis) | in the layout | share of synthesized area |
|---|---|---|---|
| compound gates | 13 | 13 | 0.278 |
| xor+xnor | 4 | 4 | 0.108 |
| fa+ha+maj | 9 | 9 | 0.371 |
| buf+inv | 3 | 28 | 0.0347 |
| simple gates | 12 | 12 | 0.178 |
| mux | 1 | 1 | 0.0309 |
[cells in the mapped netlist (all sizes together)]
library cell / count
nand2: 3
ha: 8
a311o: 2
o21ai: 1
o21bai: 1
xor2: 2
nor4: 1
xnor2: 2
nor3: 2
a21oi: 5
nor2: 2
nand3: 2
a2111oi: 1
inv: 3
a221oi: 1
fa: 1
mux2i: 1
a21o: 2
nor2b: 2
[critical path, delay by kind of cell]
family	cells	cell delay, ns
buf+inv	2	0.89
compound gates	1	0.22
xor+xnor	1	0.14
fa+ha+maj	2	0.63
simple gates	2	0.24
[how the worst max path moves through the flow]
stage,startpoint,end,slack (ns),depth (start not counted)
CTS,a[0],y[6],2.91,8
finish,a[0],y[6],2.93,8
global route,a[0],y[6],2.82,8
[cells in the final DEF, fill, tap and decap left out, drive strengths merged, types with 3 or more instances in the layout]
cell type and count:
clkdlybuf4s50 25, nand2 3, ha 8, inv 3, a21oi 5
[through the flow]
stage	setup WS [ns]	power, mW
2_1_floorplan	3.99	0.0177
3_3_place_gp	2.95	0.0445
3_5_place_dp	2.93	0.0450
4_1_cts	2.91	0.0454
5_1_grt	2.82	0.0497
6_report	2.93	0.0447
[routing by layer]
metal,up-vias,wire [um]
met5,-,0
met4,0,0
met3,0,142
met2,16,400
met1,172,555
li1,216,-
[final cells by class]
| type | instances | area [sq um] |
|---|---|---|
| Tap cell | 46 | 57.6 |
| Fill cell | 384 | 2780 |
| Multi-Input combinational cell | 39 | 313 |
| Inverter | 3 | 11.3 |
| Timing Repair Buffer | 25 | 250 |
[power by group through the flow]
| stage | registers, mW | logic [mW] | clock network (mW) |
|---|---|---|---|
| 6_report | 0 | 0.0447 | 0 |
| 5_1_grt | 0 | 0.0497 | 0 |
| 4_1_cts | 0 | 0.0454 | 0 |
Power figures rest on the tool's default switching activity, not on a simulated workload.
