**flow/config.mk**
```make
export PLATFORM = sky130hd
export DESIGN_NAME = ram
export DESIGN_NICKNAME = ram
export VERILOG_FILES = /design/flow/design.v
export SDC_FILE = /design/flow/constraint.sdc
export NUM_CORES = 4
export LEC_CHECK = 1
export CORE_UTILIZATION = 30
```
**flow/constraint.sdc**
```tcl
current_design ram

set clk_period 8.9
set clk_io_pct 0.2

create_clock -name clk0 -period $clk_period [get_ports {clk}]

set non_clock_inputs [all_inputs -no_clocks]
set_input_delay [expr $clk_period * $clk_io_pct] -clock clk0 $non_clock_inputs
set_output_delay [expr $clk_period * $clk_io_pct] -clock clk0 [all_outputs]
```
**flow/run.sh**
```bash
#!/bin/bash
# OpenROAD 26Q1-2900-gdf79404cd8, Yosys 0.63+post, stock flow scripts
make -C /OpenROAD-flow-scripts/flow DESIGN_CONFIG=/design/flow/config.mk WORK_HOME=/design/flow/orfs finish
```
**flow/design.v**
```verilog
`timescale 1ns / 1ps
module ram(
    input clk,
    input we,
    input rst,
    input [5:0] addr,
    input [7:0] din,
    output [7:0] dout
    );
 reg [7:0] mem [63:0];
 reg [7:0] temp;
 integer i = 0;
 always@(posedge clk)
 begin   
    if(rst == 1'b1)
     begin
      for(i=0; i< 64; i = i + 1)
       begin
       mem[i] <= 8'h00;
       end
      temp <= 8'h00;
     end
     else
       begin
         if(we == 1'b1)
           mem[addr] <= din;
         else
           temp  <= mem[addr];     
       end   
 end   
 assign dout = temp;
endmodule
```
==> flow_summary.yaml <==
# implementation run metrics
worst_setup_path:
  cp_data_required_time_ns: 9.23
  timing.critical_path.buf_inv: 3
  critPathLaunchType: "primary input"
  worstSetupPathDepth: 7
  r2r_cells: 6
  cp-end-kind: "register"
  critPathMaxFanout: 46
  critical_path_cell_by_cell: "buf_4, buf_4, buf_4, nor2b_2, nand2_1, nor2_1, or2_2"
  critPathTopFamily: "buffers and inverters"
  worstSetupPathType: "primary input to register"
  crit_top_cell: "sky130_fd_sc_hd__buf_4"
  critical_path.slowest_cell: "sky130_fd_sc_hd__nand2_1"
  max_stage_delay_ns: 0.70
  cp.arrival_ns: 5.17
final_layout:
  layout_top_cells: "sky130_fd_sc_hd__and2_1, sky130_fd_sc_hd__edfxtp_1, sky130_fd_sc_hd__nor2_1, sky130_fd_sc_hd__or2_2, sky130_fd_sc_hd__mux2i_1"
  num-fill-cells: 7508
  fin_area_um2: 27010
  syn_to_layout_area_delta_pct: 11.21
  share_of_final_layout_standard_cells_stronger_than_drive_strength_1_pct: 14.62
  postLayoutCoreUtil_pct: 33.96
  layoutNonFillerInstCount: 2876
  mostFrequentLayoutCell: "sky130_fd_sc_hd__and2_1"
power_and_ir_drop:
  net_switching_share_of_the_total_power_pct: 23.84
  pwr-share-seq_pct: 53.3
  worst_vdd_ir_uv: 125.9
  cellInternalPower_mw: 4.099
  clock_power_share_pct: 38.7
  power-per-cell-area_nw_per_um2: 199.3
  total_leakage_power_nw: 9.236
  power.switching_mw: 1.283
  comb_power_share_pct: 8.0
  total_chip_power_mw: 5.383
place:
  dp_hpwl_um: 46740
  routabilityCongestion: 1.017
  placedInstanceArea_um2: 25420
  dpl_cells: 2782
  buffer_ports.inserted: 24
floorplan:
  fp-utilization_pct: 30.54
  floorplan.rows: 103
  design.portCount: 25
  chipHeight_um: 286.5
  die_w_um: 286.5
  core_area_um2: 79520
  die_area_um2: 82090
cts:
  clock_tree_from_tritoncts: "yes"
  clock_network_latency_to_the_later_pin_of_the_worst_skew_pair_ns: 0.63
  cts.reportedPaths.clkPinSlew_ns: 0.07
  clkSinkCount: 520
  root_buffer: "sky130_fd_sc_hd__clkbuf_16"
  cts_buffers: 54
  postCtsSetupRepairBufs: 0
  post_cts_hold_buffer_count: 0
  cts_max_path_buffers: 3
  post_cts.resized_instances: 0
  cts_htree_levels: 2
detailed_routing:
  routed_wirelength_um: 72690
  wl_per_cell_um: 25.28
  drtPass1Iterations: 6
  detail-route-antenna-nets: 0
  drt_iter0_markers: 1431
  via_per_inst: 5.231
  drcViolationCount: 0
  routed-via-count: 15040
  final_antenna_diode_count: 0
hold_path:
  hold_path.class: "register to register"
  worst_hold_path.num_cells: 2
sta:
  hold_viol_final: 0
  finalSetupViolations: 0
  slew_violations: 0
  fin_tns_setup_ns: 0
  final_period_util_pct: 54.33
  finalCriticalPeriod_ns: 4.835
  max_freq_mhz: 206.8
  worst_slew_margin_rel_pct: 30.60
  timing_worst_slew_pin_value_ns: 1.041
  finClkSkew_ns: 0.03792
  grt_setup_unrepaired: "false"
grt:
  groute.usage.overall_pct: 18.76
  overflow: 0
  global_route_wire_length_before_repair_um: 105500
  grt_pass1_vias: 15270
  number_of_antenna_violations_at_the_first_check_in_global_routing: 0
  grt_start_max_net_pins: 48
logic_synthesis:
  synth-seq-cells: 520
  ys_types: 61
  synth_largest_type_area_fraction_pct: 63.31
  yosys.stat.seqShare_pct: 63.97
  synth.cell_area_um2: 24280
  ys_async_sr_fraction_pct: 0
  edf_count: 512
  syn_avg_cell_area_um2: 13.41
  largest_area_cell: "sky130_fd_sc_hd__edfxtp_1"
  ys_cells: 1811
  ff_type: "sky130_fd_sc_hd__edfxtp_1"
  post_synthesis_instance_total: 1811
  yosys-top-cells-area: "sky130_fd_sc_hd__edfxtp_1, sky130_fd_sc_hd__and2_1, sky130_fd_sc_hd__mux4_2, sky130_fd_sc_hd__mux2i_1, sky130_fd_sc_hd__a221oi_1"
  synth_chip_area_um2: 24280
  synthesis.yosys.warnings: 1
flow_run:
  drv_cap: 0
  log.warning_count: 25
run_status:
  outcome: "finished clean"
-- path summary, 6_finish.rpt --
check,endpoint,slack [ns],startpoint
worst max-delay path,mem[9][7]$_SDFFCE_PN0P_,4.07,addr[1]
worst max register to register,temp[5]$_SDFFE_PP0N_,6.60,mem[30][5]$_SDFFCE_PN0P_
worst min register to register,temp[7]$_SDFFE_PP0N_,0.61,temp[7]$_SDFFE_PP0N_
worst min-delay path,temp[7]$_SDFFE_PP0N_,0.61,temp[7]$_SDFFE_PP0N_
-- cell families (layout without fill, tap and decap cells) --
| family | Yosys count | in the layout | synth area share (%) |
|---|---|---|---|
| compound gates | 249 | 249 | 7.610 |
| buf+inv | 154 | 169 | 3.004 |
| flops | 520 | 520 | 63.97 |
| mux | 134 | 134 | 7.270 |
| simple gates | 754 | 754 | 18.14 |
-- worst register-to-register path, cell delays in order (launching register included) --
cell                       delay [ns]
sky130_fd_sc_hd__edfxtp_1        0.39
sky130_fd_sc_hd__mux4_2          0.62
sky130_fd_sc_hd__nor3b_1         0.20
sky130_fd_sc_hd__a311oi_1        0.27
sky130_fd_sc_hd__o211ai_1        0.13
sky130_fd_sc_hd__a211oi_1        0.40
sky130_fd_sc_hd__a311oi_1        0.15
-- stage by stage --
step	hold slack, ns	worst slack [ns]
final	0.6095	4.065
after global routing	0.6064	3.904
after CTS	0.5740	4.153
after detailed placement	0.5629	3.534
after global placement	0.5574	3.581
after floorplan	0.4326	5.333
-- power groups by stage --
stage	sequential, mW	combinational [mW]	clock [mW]
4_1_cts	2.87	0.425	2.11
5_1_grt	2.88	0.451	2.20
6_report	2.87	0.430	2.08
-- per-layer routing --
metal,wire length (um),GRT usage [%]
met2,32050,26.99
met4,2367,4.786
met1,27510,24.91
met3,10610,10.88
met5,159,1.395
-- cell type report --
class / count / area (um2) / share of cell area [%]
sequential: 520 / 15530 / 57.52
timing repair buffer: 65 / 499.2 / 1.849
inverter: 10 / 37.54 / 0.1390
multi-input combinational: 1137 / 8031 / 29.74
tap: 1050 / 1314 / 4.865
clock inverter: 29 / 175.2 / 0.6486
clock buffer: 65 / 1414 / 5.235
-- state kept, by name (all words and copies together), names as in the netlist --
name and flops:
mem 512, temp 8
-- synthesized netlist by cell type, drive strengths merged (14+ instances only) --
| cell | n |
|---|---|
| and2 | 516 |
| a221oi | 56 |
| buf | 65 |
| mux4 | 29 |
| a21oi | 33 |
| or2 | 66 |
| clkbuf | 79 |
| o21ai | 25 |
| edfxtp | 512 |
| nand2 | 36 |
| a31oi | 15 |
| nor2 | 89 |
| a22oi | 37 |
| mux2 | 43 |
| mux2i | 62 |
| o22ai | 14 |
| a22o | 18 |
Power is estimated from default activity; no workload was simulated.
